==> /design/flow/run.sh <==
#!/bin/bash
# OpenROAD 26Q1-2900-gdf79404cd8, Yosys 0.63+post, stock flow scripts
make -C /OpenROAD-flow-scripts/flow DESIGN_CONFIG=/design/flow/config.mk WORK_HOME=/design/flow/orfs finish
==> /design/flow/config.mk <==
export PLATFORM = sky130hd
export DESIGN_NAME = seg7user
export DESIGN_NICKNAME = seg7user
export VERILOG_FILES = /design/flow/design.v
export SDC_FILE = /design/flow/constraint.sdc
export NUM_CORES = 4
export LEC_CHECK = 1
export CORE_AREA = 10 10 70 70
export DIE_AREA = 0 0 80 80
==> /design/flow/design.v <==
module seg7user (bcd, leds);
	input logic [3:0] bcd;
	output logic [6:0] leds;
	seg7 display1 (.bcd(bcd), .leds(leds));
endmodule 
module seg7 (bcd, leds);
	input logic [4:0] bcd;
	output logic [5:0][6:0] leds;
	always_comb begin
		case (bcd) 
			5'b00000: leds = {7'b0100111, 7'b1000111, 7'b0000110, 7'b0001000, 7'b0101111, 7'b1000000};  
			5'b00001: leds = {7'b1111111, 7'b1111111, 7'b1111111, 7'b1111111, 7'b1000000, 7'b1111001};  
			5'b00010: leds = {7'b1111111, 7'b1111111, 7'b1111111, 7'b1111111, 7'b1000000, 7'b0100100};  
			5'b00011: leds = {7'b1111111, 7'b1111111, 7'b1111111, 7'b1111111, 7'b1000000, 7'b0110000};  
			5'b00100: leds = {7'b1111111, 7'b1111111, 7'b1111111, 7'b1111111, 7'b1000000, 7'b0011001};  
			5'b00101: leds = {7'b1111111, 7'b1111111, 7'b1111111, 7'b1111111, 7'b1000000, 7'b0010010};  
			5'b00110: leds = {7'b1111111, 7'b1111111, 7'b1111111, 7'b1111111, 7'b1000000, 7'b0000010};  
			5'b00111: leds = {7'b1111111, 7'b1111111, 7'b1111111, 7'b1111111, 7'b1000000, 7'b1111000};  
			5'b01000: leds = {7'b1111111, 7'b1111111, 7'b1111111, 7'b1111111, 7'b1000000, 7'b0000000};  
			5'b01001: leds = {7'b1111111, 7'b1111111, 7'b1111111, 7'b1111111, 7'b1000000, 7'b0010000};  
			5'b01010: leds = {7'b1111111, 7'b1111111, 7'b1111111, 7'b1111111, 7'b1111001, 7'b1000000};  
			5'b01011: leds = {7'b1111111, 7'b1111111, 7'b1111111, 7'b1111111, 7'b1111001, 7'b1111001};  
			5'b01100: leds = {7'b1111111, 7'b1111111, 7'b1111111, 7'b1111111, 7'b1111001, 7'b0100100};  
			5'b01101: leds = {7'b1111111, 7'b1111111, 7'b1111111, 7'b1111111, 7'b1111001, 7'b0110000};  
			5'b01110: leds = {7'b1111111, 7'b1111111, 7'b1111111, 7'b1111111, 7'b1111001, 7'b0011001};  
			5'b01111: leds = {7'b1111111, 7'b1111111, 7'b1111111, 7'b1111111, 7'b1111001, 7'b0010010};  
			5'b10000: leds = {7'b1111111, 7'b1111111, 7'b1111111, 7'b1111111, 7'b1111001, 7'b0010010};  
			5'b10001: leds = {7'b1111111, 7'b1111111, 7'b1111111, 7'b1111111, 7'b1111001, 7'b1111000};  
			5'b10010: leds = {7'b1111111, 7'b1111111, 7'b1111111, 7'b1111111, 7'b1111001, 7'b0000000};  
			5'b10011: leds = {7'b1111111, 7'b1111111, 7'b1111111, 7'b1111111, 7'b1111001, 7'b0010000};  
			5'b10100: leds = {7'b1111111, 7'b1111111, 7'b1111111, 7'b1111111, 7'b0100100, 7'b1000000};  
			5'b10101: leds = {7'b1111111, 7'b1111111, 7'b1111111, 7'b1111111, 7'b0100100, 7'b1111001};  
			5'b10110: leds = {7'b1111111, 7'b1111111, 7'b1111111, 7'b1111111, 7'b0100100, 7'b0100100};  
			5'b10111: leds = {7'b1111111, 7'b1111111, 7'b1111111, 7'b1111111, 7'b0100100, 7'b0110000};  
			5'b11000: leds = {7'b1111111, 7'b1111111, 7'b1111111, 7'b1111111, 7'b0100100, 7'b0011001};  
			5'b11001: leds = {7'b0001110, 7'b1000001, 7'b1000111, 7'b1000111, 7'b1111111, 7'b1111111};  
			default: leds = 7'bX;  
		endcase 
	end  
endmodule  
module seg7_testbench();
	logic [5:0][6:0] leds;
	logic [4:0] bcd;
	seg7 dut(.bcd(bcd),.leds(leds));
	integer i;
	initial begin
		for(i=0; i < 2**4+2; i++) begin
			bcd = i; #10;
		end
	end  
endmodule  
==> /design/flow/constraint.sdc <==
current_design seg7user

set clk_period 1.3
set clk_io_pct 0.2

create_clock -name clk0 -period $clk_period

set non_clock_inputs [all_inputs -no_clocks]
set_input_delay [expr $clk_period * $clk_io_pct] -clock clk0 $non_clock_inputs
set_output_delay [expr $clk_period * $clk_io_pct] -clock clk0 [all_outputs]
==> datasheet_impl.txt <==
Table: implementation figures

Parameter                              Value

Synthesis
  Most instantiated cells after synthesis .................. ha_1 (6), inv_1 (3), mux2i_1 (2), o21ai_0 (2), xor2_1 (2)
  Mean post-synth cell area .................. 9.59 µm²
  Number of different library cells in the post-synthesis netlist .................. 17
  Yosys warnings .................. 3
  Biggest area contributors in the synthesized netlist .................. ha_1 (29%), mux4_1 (10%), mux4_2 (8.7%)
  Post-synthesis cell count from yosys .................. 27
  Synthesized chip area reported by yosys .................. approximately 260 µm²
  Gate count after technology mapping .................. 27
  Area fraction of the dominant cell type after synthesis .................. 0.290
  Cell with the most instances after synthesis .................. ha_1
  Sequential element share of the synthesized area .................. 0
  Cell area after synthesis .................. 259 µm²
  Post-synth top area cell .................. ha_1

STA
  Final clock period utilization by the worst path .................. 1.15
  Number of failing setup endpoints in the final timing report .................. 5
  Final Hold Fails .................. 0
  Number of slew-limit violations in the final report .................. 0
  Time the final worst path needs with I/O delays and setup .................. 1490 ps
  RSZ-0062 raised after global routing .................. yes
  Transition time at the pin with the least slew margin .................. 127 ps
  Setup slack after layout .................. -189 ps
  Worst slew margin relative to its limit .................. 0.913
  Fmax .................. roughly 0.67 GHz

Status
  Result of the run .................. finished, violations left
  Failing checks .................. setup timing

Setup path
  Delay of the slowest cell on the worst path .................. 430 ps
  Max FO, Critical Path .................. 4
  Data arrival time of the worst path .................. 1230 ps
  Setup crit end kind .................. primary output
  Crit path cell chain .................. buf_8 > inv_8 > ha_4 > inv_2 > mux4_2 > buf_2
  Family with the most delay on the worst path .................. multiplexers
  Critical path buffer and inverter count .................. 4
  Worst path required time .................. between 1000 and 1500 ps
  Worst setup SP type .................. input pin
  Category of the critical setup timing path .................. in2out
  Stages on worst setup path .................. 6
  CP max-delay cell .................. mux4_2

Global route
  GR Overflow Total .................. 0
  Vias in the first global route .................. 287
  Initial antenna violation count .................. 0
  Global-route wire length before repair .................. 1350 µm
  All-Layer GR Usage .................. 0.0245
  Maximum number of pins on one net before global-route repair .................. 7

Final layout
  Area delta synth->final .................. 127%
  Number of clock buffer instances in the layout .................. 0
  Comb. cell area .................. 299 µm²
  Register cell area after layout .................. 0 µm²
  Ratio of cells with drive above 1 in the final layout .................. 0.760
  Fin area .................. 587 µm²
  Number of fillers in the final layout .................. 378
  Flop Count .................. 0

Placement
  Final GP Congestion .................. 0.760
  HPWL after DPL .................. 561 µm
  Total cell area at the placement stage .................. 470 µm²
  Buffers added on ports .................. 11

Floorplan
  Total Die Area .................. 6400 µm²
  Core box area .................. 3420 µm²
  Number of rows created at floorplan .................. 21
  Height of the die .................. 80 µm
  Floorplan utilization .................. 0.0758
  Total I/O pin count .................. 11
  Die width .................. approximately 80 µm

Routing
  Detailed Route Iter0 Violations .................. 11
  Overall via count from detail_route .................. 278
  Inserted Diodes .................. 0
  Routed WL .................. 817 µm
  Residual DRC count .................. 0
  Mean routed wirelength per cell .................. 8.51 µm
  Drt first pass iters .................. 4
  Final antenna-violating net count .................. 0
  Vias per cell .................. around 2.9

Min path
  Number of cells on the worst hold path .................. 3
  Kind of path behind the tightest hold check .................. in2out

Power
  Leakage .................. around 0.26 nW
  Max rail drop VDD .................. 0.0537 mV
  Total power density per cell area .................. 274 nW/µm²
  Final total power .................. 0.161 mW

Flow run
  OpenROAD warnings .................. 39
  Maxcap violations .................. 0

Clocking
  Cts-stage hold buffer count .................. 0
## tightest hold or removal path: cells and delay by family
kind | cells | cell delay [ps]
buffers and inverters | 2 | 250
AOI/OAI and AO/OA | 1 | 70
## per-layer routing
metal,GRT usage,routed length [µm],vias to the layer above
li1,-,-,144
met1,0.0311,326,124
met2,0.0417,401,10
met3,0.00795,89,0
met4,0,0,0
met5,0,0,-
## worst paths after layout
path | startpoint | to | slack (ps)
setup / recovery | bcd[0] | leds[3] | -190
hold / removal | bcd[2] | leds[2] | 840
## placed cells by master (no fill, tap or decap), drive strengths merged
cell	netlist	routed
a211o	1	1
and3b	1	1
buf	2	25
ha	6	6
inv	3	3
mux2	1	1
mux2i	2	2
mux4	2	2
nand2b	1	1
nand3	1	1
nand3b	1	1
nor2b	1	1
nor3	1	1
o21ai	2	2
xor2	2	2
## power by group
group	internal [mW]	switching, mW
combinational	0.0997	0.0609
clock	0	0
sequential	0	0
## repair_timing
item	4_1_cts	5_1_grt
gates resized	68	3
setup buffers	6	0
hold endpoints to repair	0	0
endpoints found under the setup margin	7	6
pin swaps	4	1
## through the flow
stage / util / worst slack, ps / hold slack, ps / instances / setup TNS [ps]
detailed placement: 0.138 / -983 / 1570 / 90 / -5970
finish: 0.172 / -189 / 838 / 96 / -594
global route: 0.172 / -224 / 882 / 96 / -834
floorplan: - / 22.6 / 622 / 27 / 0
CTS: 0.165 / -189 / 852 / 96 / -656
global placement: 0.138 / -996 / 1570 / 90 / -6000
## layout make-up
type                       instances  share of cell area
timing repair buffer              25               0.356
tap                               46              0.0981
inverter                           3              0.0362
multi-input combinational         22               0.510
## logic make-up after synthesis
group | after synthesis | share of synthesized area
multiplexers | 5 | 0.309
AND-OR/OR-AND | 3 | 0.0725
AND/OR/NAND/NOR | 6 | 0.155
buffers and inverters | 5 | 0.106
adder cells (fa/ha/maj) | 6 | 0.290
XOR/XNOR | 2 | 0.0676
Power and IR drop assume default switching activity.
