==> ./design.v <==
module translator (UPC, leds0, leds1, leds2, leds3, leds4, leds5);
	input logic [2:0] UPC;
	output logic [6:0] leds0, leds1, leds2, leds3, leds4, leds5;
	logic [6:0] A, B, C, E, H, I, J, K, L, O, S, T, U, W;
	integer i;
	assign A = 7'b1110111;
	assign B = 7'b1111100;
	assign C = 7'b0111001;
	assign E = 7'b1111001;
	assign H = 7'b1110110;
	assign I = 7'b0000110;
	assign J = 7'b0001101;
	assign K = 7'b1110101;
	assign L = 7'b0111000;
	assign O = 7'b0111111;
	assign S = 7'b1101101;
	assign T = 7'b1111000;
	assign U = 7'b0011100;
	assign W = 7'b1101010;
	assign off = 7'b0000000;  
	always_comb begin
		case (UPC)
			3'b000: leds5 = S;
			3'b001: leds5 = J;
			3'b011: leds5 = B;
			3'b100: leds5 = S;
			3'b101: leds5 = C;
			3'b110: leds5 = S;
			default: leds5 = 7'bX;
		endcase
		case (UPC)
			3'b000: leds4 = H;
			3'b001: leds4 = E;
			3'b011: leds4 = I;
			3'b100: leds4 = U;
			3'b101: leds4 = O;
			3'b110: leds4 = O;
			default: leds4 = 7'bX;
		endcase
		case (UPC)
			3'b000: leds3 = O;
			3'b001: leds3 = W;
			3'b011: leds3 = K;
			3'b100: leds3 = I;
			3'b101: leds3 = A;
			3'b110: leds3 = C;
			default: leds3 = 7'bX;
		endcase
		case (UPC)
			3'b000: leds2 = E;
			3'b001: leds2 = E;
			3'b011: leds2 = E;
			3'b100: leds2 = T;
			3'b101: leds2 = T;
			3'b110: leds2 = K;
			default: leds2 = 7'bX;
		endcase
		case (UPC)
			3'b000: leds1 = S;
			3'b001: leds1 = L;
			3'b011: leds1 = off;
			3'b100: leds1 = off;
			3'b101: leds1 = off;
			3'b110: leds1 = S;
			default: leds1 = 7'bX;
		endcase
		case (UPC)
			3'b000: leds0 = off;
			3'b001: leds0 = S;
			3'b011: leds0 = off;
			3'b100: leds0 = off;
			3'b101: leds0 = off;
			3'b110: leds0 = off;
			default: leds0 = 7'bX;
		endcase
		for (i=0; i<= 6; i++) begin
			leds0[i] = ~leds0[i];
			leds1[i] = ~leds1[i];
			leds2[i] = ~leds2[i];
			leds3[i] = ~leds3[i];
			leds4[i] = ~leds4[i];
			leds5[i] = ~leds5[i];
		end  
	end  
endmodule 
==> ./run.sh <==
#!/bin/bash
# OpenROAD 26Q1-2900-gdf79404cd8, Yosys 0.63+post, stock flow scripts
make -C /OpenROAD-flow-scripts/flow DESIGN_CONFIG=/design/flow/config.mk WORK_HOME=/design/flow/orfs finish
==> ./config.mk <==
export PLATFORM = sky130hd
export DESIGN_NAME = translator
export DESIGN_NICKNAME = translator
export VERILOG_FILES = /design/flow/design.v
export SDC_FILE = /design/flow/constraint.sdc
export NUM_CORES = 4
export LEC_CHECK = 1
export CORE_AREA = 10 10 70 70
export DIE_AREA = 0 0 80 80
==> ./constraint.sdc <==
current_design translator

set clk_period 2.0
set clk_io_pct 0.2

create_clock -name clk0 -period $clk_period

set non_clock_inputs [all_inputs -no_clocks]
set_input_delay [expr $clk_period * $clk_io_pct] -clock clk0 $non_clock_inputs
set_output_delay [expr $clk_period * $clk_io_pct] -clock clk0 [all_outputs]
==> PnR_summary.wiki <==
== Implementation results ==
{| class="wikitable"
! Metric !! Value
|-
| Via density per instance || 3.00
|-
| Post-synthesis cell count from yosys || 57
|-
| Kind of capture point of the worst setup path || primary output
|-
| Tally of buffers added on design ports || 36
|-
| Mapped Cells || 57
|-
| Maximum number of pins on one net before global-route repair || 10
|-
| Vias in the first global route || 376
|-
| Post-Route Hold Slack || 1.25 ns
|-
| VDD IR max || 0.0544 mV
|-
| Unrepaired setup endpoints after global routing || no
|-
| Crit. path cell count || 5
|-
| Count of synthesis-stage warnings from yosys || 2
|-
| Tool Warnings || 32
|-
| Setup slack of the critical path after layout || 0.0741 ns
|-
| Cell-by-cell trace of the critical path || buf_2 -> buf_6 -> xor2_4 -> mux2_4 -> clkdlybuf4s50_1
|-
| Clock period minus worst slack || 1.93 ns
|-
| Post-route DRC || 0
|-
| Most common cell after layout, fill and taps aside || clkdlybuf4s50_1
|-
| Leakage power summed over all cells || 0.351 nW
|-
| Height of the chip || 80 um
|-
| Number of antenna violations at the first check in global routing || 0
|-
| Achievable clock frequency || 519 MHz
|-
| Relative area change from synthesis to final layout || 95.9%
|-
| Max Cap Violations || 0
|-
| Largest delay contributor family on the critical path || buffers and inverters
|-
| Routed vias || 408
|-
| Number of DRC markers after the initial detailed-route iteration || 8
|-
| Maximum fanout encountered on the critical timing path || 4
|-
| Global-route wire length before repair || 1.75 mm
|-
| Number of hold violations in the final report || 0
|-
| Layout sequential cell count || 0
|-
| Inserted Diodes || 0
|-
| Average cell area after synthesis || 6.94 sq um
|-
| Cell with the biggest individual delay on the critical path || clkdlybuf4s50_1
|-
| Share of post-route cells with drive strength above 1 || 0.256
|-
| Residual overflow from global routing || 0
|-
| Final-layout clock buffer total || 0
|-
| Type of the worst setup path || primary input to primary output
|-
| Total Wirelength || 1.37 mm
|-
| Area enclosed by the die boundary || 6400 sq um
|-
| Chip width || 80 um
|-
| Period utilisation layout || 0.963
|-
| Area inside the core boundary || 3420 sq um
|-
| Count of final setup violators || 0
|-
| Run status || completed
|-
| Number of search-and-repair iterations in the first detailed-routing pass || 2
|-
| Critical path buffers and inverters || 3
|-
| Slew Viols, Final || 0
|-
| Drt wl/cell || 10.1 um
|-
| Cell area after synthesis || 395 sq um
|-
| Boundary pin count || 45
|-
| PwrDens || 215 nW/um^2
|-
| Count of cell types in the netlist || 21
|-
| Top library cells by usage in the layout, fill and taps aside || 29 x clkdlybuf4s50_1, 9 x conb_1, 9 x buf_4
|-
| Sequential share of the synthesized area || 0
|-
| Core Rows || 21
|-
| FF/Latch Area || 0 sq um
|-
| Critical Path Start || UPC[1]
|-
| Yosys stat area || 395 sq um
|-
| Type of origin of the critical path || primary input
|-
| Placed wire-length estimate after detailed placement || 1.22 mm
|-
| Last weighted congestion value of the routability-driven placer || 0.674
|-
| Filler Cell Count || 379
|-
| Critical Path Max Stage Delay || 0.41 ns
|-
| Required time at the endpoint of the critical path || 1.60 ns
|-
| DP Worst Slack || -0.389 ns
|-
| Total track usage || 0.0330
|-
| Path class of the lowest-slack min-delay path || primary input to primary output
|-
| Number of nets with antenna violations after detailed routing || 0
|-
| Endpoint of the worst setup timing path || leds0[6]
|-
| Pre-Place Util || 0.116
|-
| Critical path arrival || 1.53 ns
|}
==> routing by layer <==
| metal | track usage | wire length (um) | vias to the layer above |
|---|---|---|---|
| met3 | 0.0261 | 318 | 0 |
| met4 | 0 | 0 | 0 |
| li1 | - | - | 216 |
| met1 | 0.0337 | 519 | 163 |
| met5 | 0 | 0 | - |
| met2 | 0.0554 | 533 | 29 |
==> cells by family after synthesis <==
kind of cell    count (synthesis)  share of synthesized area
compound gates                  5                     0.0760
xor+xnor                        4                      0.108
buf+inv                        24                      0.465
mux                             3                     0.0823
other cells                     2                     0.0190
simple gates                   19                      0.250
==> cell usage after synthesis <==
cell type,count,area share
o22ai_1,1,0.016
mux2i_1,1,0.025
o21ai_2,1,0.022
nor2b_1,2,0.032
and3b_4,1,0.032
nand2b_2,1,0.022
a21oi_1,1,0.013
nor2_1,7,0.066
buf_6,4,0.11
inv_1,2,0.019
nand2_1,4,0.038
conb_1,2,0.019
and2_1,1,0.016
o21ai_0,2,0.025
buf_4,17,0.32
xnor2_1,3,0.066
mux2_2,2,0.057
nand2b_1,2,0.032
nand3_1,1,0.013
inv_2,1,0.0095
xor2_2,1,0.041
==> how the worst min path moves through the flow <==
stage           from  endpoint  slack (ns)  cells after the start
finish        UPC[1]  leds3[0]        1.25                      4
CTS           UPC[1]  leds0[0]        1.46                      4
global route  UPC[1]  leds3[0]        1.29                      4
==> report_power, final <==
part	internal, W	leakage, nW	switching (W)
Combinational	0.000116	0.351	0.0000510
Sequential	0	0	0
Clock	0	0	0
==> final cells by class <==
cell class / instances / area (sq um) / share of cell area
Multi-Input combinational cell: 40 / 272 / 0.351
Inverter: 3 / 11.3 / 0.0145
Tap cell: 46 / 57.6 / 0.0743
Timing Repair Buffer: 47 / 434 / 0.561
==> repair_timing <==
item / in CTS / in global routing
buffers inserted: 0 / 1
endpoints found under the setup margin: 33 / 9
hold endpoints to repair: 0 / 0
pin swaps: 0 / 1
hold buffers: 0 / 0
resized: 20 / 5
==> per-stage QoR <==
stage / power, W / util / cell area (sq um) / TNS (ns) / instances
final: 0.000167 / 0.227 / 774 / 0 / 136
after global routing: 0.000184 / 0.227 / 774 / 0 / 136
after CTS: 0.000168 / 0.224 / 766 / 0 / 135
after detailed placement: 0.000165 / 0.217 / 742 / -8.76 / 135
after global placement: 0.000165 / 0.217 / 742 / -8.39 / 135
after floorplan: 0.0000761 / - / 422 / 0 / 64
Power and IR drop assume default switching activity.
